### design/flow/run.sh
#!/bin/bash
# OpenROAD 26Q1-2900-gdf79404cd8, Yosys 0.63+post, stock flow scripts
make -C /OpenROAD-flow-scripts/flow DESIGN_CONFIG=/design/flow/config.mk WORK_HOME=/design/flow/orfs finish
### design/flow/config.mk
export PLATFORM = sky130hd
export DESIGN_NAME = stack
export DESIGN_NICKNAME = stack
export VERILOG_FILES = /design/flow/design.v
export SDC_FILE = /design/flow/constraint.sdc
export NUM_CORES = 4
export LEC_CHECK = 1
export CORE_UTILIZATION = 50
### design/flow/constraint.sdc
current_design stack

set clk_period 7.6
set clk_io_pct 0.2

create_clock -name clk0 -period $clk_period [get_ports {clk}]

set non_clock_inputs [all_inputs -no_clocks]
set_input_delay [expr $clk_period * $clk_io_pct] -clock clk0 $non_clock_inputs
set_output_delay [expr $clk_period * $clk_io_pct] -clock clk0 [all_outputs]
### design/flow/design.v
`default_nettype none
module stack #(
    parameter int DATA_WIDTH = 8,
    parameter int LIFO_SIZE  = 20
) (
    input  wire clk,
    input  wire rst_n,
    input  wire [DATA_WIDTH-1:0] entry, 
    input  wire insert, pop,  
    output logic [DATA_WIDTH-1:0] top,
    output logic full, empty
);
    localparam int LIFO_IDX_WIDTH = (LIFO_SIZE > 1) ?   $clog2(LIFO_SIZE) : 1;   
    localparam int LIFO_CNT_WIDTH = (LIFO_SIZE > 1) ? $clog2(LIFO_SIZE+1) : 1;   
    logic [LIFO_IDX_WIDTH-1:0] head_index;
    logic [LIFO_CNT_WIDTH-1:0]      count;
    wire                         inc, dec;
    logic     [DATA_WIDTH-1:0] lifo [0:LIFO_SIZE-1];
    wire  [LIFO_IDX_WIDTH-1:0] write_idx;
    wire                        write_en;
    assign full       = (count == LIFO_SIZE[LIFO_CNT_WIDTH-1:0]);
    assign empty      = (count == '0);
    assign head_index = (~empty) ? (count - 1'b1)   : '0;  
    assign top        =  lifo[head_index] ;
    always_ff @(posedge clk or negedge rst_n) begin
        if (~rst_n) 
            count <= '0;
        else 
            count <= count + inc - dec;
    end
    assign inc =  insert & ~pop & ~full;   
    assign dec = ~insert &  pop & ~empty; 
    integer i;
    always_ff @(posedge clk or negedge rst_n) begin
        if (~rst_n) 
            for (i = 0; i < LIFO_SIZE; i++) lifo[i] <= '0;
        else if (write_en) 
            lifo[write_idx] <= entry;
    end
    assign write_en = insert & (~full | pop);
    assign write_idx = (pop) ? head_index : count;
endmodule
`default_nettype wire
==> reports/results.ini <==
[run_status]
outcome = finished clean

[finish]
layout-drive-gt1-share_pct = 34.96
area_delta_synth_final_pct = 11.75

[floorplanning]
pin_count = 22
fp_util_pct = 51.68
die_w_um = 130.8
die.size.y_um = 130.8
fp-row-count = 46
die_area_um2 = 17120
coreArea_um2 = 16060

[setup_path]
critPathRequiredTime_ns = 6.08
cp_cell_sequence = inv_1, ha_1, nand4bb_1, and3_1, buf_4, or4_1, nor2_1, o41a_1, clkdlybuf4s50_1
max_stage_delay_ns = 0.76
critPathArrivalTime_ns = 4.45
cp_max_fo = 20
crit_slowest_cell = or4_1
cp-start-kind = flop
path_class = flop to output pin
end_kind = output pin

[final_timing]
relSlewSlack_pct = 44.24
tns_ns = 0
fin_crit_ns = 5.973
clock_skew_ns = 0.008165
hold_slack_ns = 0.4943
rsz0062_at_grt = no
fmax_ghz = 0.1674
maxSlewViolCount = 0
setup_viol = 0
finalClockPeriodUsage_pct = 78.59
finalHoldViolations = 0
tightestPinTransition_ns = 0.8364

[placement]
dpl.hpwl_um = 14450
place.port_buffers = 21
gp_congestion = 0.9231

[yosys]
yosysSeqAreaShare_pct = 49.76
yosys_most_used_dff = dfrtp_1
yosysWarnings = 2
synth_flops = 165
async_flop_share_pct = 100.0
yosys-stat-area_um2 = 8298
syn_area_um2 = 8298
largest_area_cell = dfrtp_1
ys_cells = 661
yosysTopAreaCellShare_pct = 49.76
edf_count = 0
syn_inst = 661
syn_avg_cell_area_um2 = 12.55
area_leaders = dfrtp_1, mux2_2, a22oi_1
synth.distinct_cells = 77

[clock_tree]
clk_latency_ns = 0.42
cts-hold-fix-buffers = 0
numCtsBuffers = 17
cts.root.buffer_cell = clkbuf_16
ctsResizeCount = 0
h-tree-depth = 4
post_cts_buffers = 0
clkSinkCount = 165
cts_tree = built
clkTransAtPathRegs_ns = 0.07
ctsLongestPathBuffers = 2

[drt]
dr.pass1.iters = 5
ant_nets = 0
viasPerCell = 6.365
wl_per_cell_um = 24.09
routed_wirelength_um = 21560
drtIter0Drc = 434
dr_total_vias = 5697
drc_errors = 0

[grt]
grt_overflow_total = 0
grt_antenna_before_repair = 0
grt_pass1_wl_um = 33800
grtUsageTotal_pct = 28.41
grt_max_degree = 66
first_global_vias = 5756

[job]
warning_count = 31
drv_cap = 0

[power]
power_mw = 4.629
p_leak_nw = 4.089
powerDensity_nw_per_um2 = 499.2
ir_drop_mv = 0.2526

[min_path]
hp-class = flop to flop

-- layer usage --
layer | GRT usage, % | vias up | wire, um
met4 | 6.085 | 0 | 493
met5 | 0 | - | 0
met2 | 41.95 | 213 | 9969
met3 | 7.504 | 33 | 1433
li1 | - | 2528 | -
met1 | 44.48 | 2923 | 9667
-- sequential cells by signal, summed over array words and instances (netlist names) --
name / flops
lifo: 160
count: 5
-- cells by family (layout without fill, tap and decap cells) --
group | Yosys count | after routing | share of synthesized area, %
and+or+nand+nor | 111 | 111 | 7.328
buffers and inverters | 60 | 77 | 3.212
xor gates and xnor gates | 9 | 9 | 1.357
DFF | 165 | 165 | 49.76
other | 0 | 1 | 0
muxes | 163 | 163 | 22.09
adders and majority gates | 13 | 13 | 2.051
AOI/OAI and AO/OA | 140 | 140 | 14.20
-- cell usage in the layout, fill, tap and decap left out, types with 6 or more instances in the layout --
cell / netlist / final
a21oi_1: 8 / 8
a221o_1: 8 / 8
a221oi_1: 10 / 10
a222oi_1: 10 / 10
a22o_1: 13 / 13
a22oi_1: 20 / 20
a31oi_1: 6 / 6
and3_1: 8 / 8
buf_4: 5 / 10
clkbuf_16: 0 / 17
clkdlybuf4s50_1: 0 / 20
dfrtp_1: 165 / 165
ha_1: 12 / 12
inv_1: 11 / 11
mux2_2: 157 / 157
nand2_1: 18 / 18
nand2_2: 8 / 8
nand3_1: 11 / 11
nor2_1: 23 / 23
nor3_1: 9 / 9
o21ai_0: 8 / 8
or3_1: 6 / 6
-- through the flow --
| stage | util, % | cells | instance area, um^2 | setup slack (ns) |
|---|---|---|---|---|
| 6_report | 57.75 | 895 | 9273 | 1.627 |
| 3_3_place_gp | 53.86 | 862 | 8648 | 2.211 |
| 4_1_cts | 57.73 | 894 | 9270 | 1.714 |
| 3_5_place_dp | 53.86 | 862 | 8648 | 2.179 |
| 5_1_grt | 57.73 | 894 | 9270 | 1.396 |
| 2_1_floorplan | - | 661 | 8298 | 3.603 |
-- cells in the mapped netlist (5+ instances only) --
| cell type | instances |
|---|---|
| a21oi_1 | 8 |
| a211oi_1 | 5 |
| inv_1 | 11 |
| o2bb2ai_1 | 5 |
| nor3_1 | 9 |
| a31oi_1 | 6 |
| a222oi_1 | 10 |
| nand3_1 | 11 |
| and3_1 | 8 |
| nand2_1 | 18 |
| o22ai_1 | 5 |
| o21ai_0 | 8 |
| buf_4 | 5 |
| a221oi_1 | 10 |
| buf_2 | 12 |
| clkbuf_1 | 25 |
| ha_1 | 12 |
| or3_1 | 6 |
| a22oi_1 | 20 |
| a22o_1 | 13 |
| nor2_1 | 23 |
| dfrtp_1 | 165 |
| nand2_2 | 8 |
| mux2_2 | 157 |
| a221o_1 | 8 |
-- where the power goes --
| part | leakage, nW | internal (mW) | total (mW) | switching (mW) |
|---|---|---|---|---|
| logic | 1.66 | 1.00 | 2.21 | 1.21 |
| registers | 2.12 | 1.27 | 1.52 | 0.248 |
| clock network | 0.300 | 0.511 | 0.895 | 0.385 |
| total | 4.09 | 2.79 | 4.63 | 1.84 |
-- worst paths after layout --
kind | slack, ns | end | cells past startpoint | from
max in group asynchronous | 4.70 | lifo[10][1] | 3 | rst_n
min | 0.49 | lifo[7][2] | 1 | lifo[7][2]
max | 1.63 | top[7] | 9 | count[0]
max reg2reg | 3.41 | lifo[7][2] | 9 | count[2]
min in group asynchronous | 1.09 | count[1] | 1 | rst_n
min reg2reg | 0.49 | lifo[7][2] | 1 | lifo[7][2]
-- area by class of cell --
cell class                 count  area [um^2]
timing repair buffer          31        286.5
antenna                        1        2.502
sequential                   165         4129
clock buffer                  18        439.2
fill                        1268         6785
tap                          216        270.3
multi-input combinational    436         3910
inverter                      14        52.55
clock inverter                14        182.7
-- critical path, delay by kind of cell, from the launching register on --
family | cells | cell delay, ns
buf+inv | 3 | 0.91
simple gates | 4 | 1.76
fa+ha+maj | 1 | 0.55
compound gates | 1 | 0.26
flops | 1 | 0.55
No activity file was given, so power comes from the tool's default toggle rates.
